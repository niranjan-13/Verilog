**/design/flow/run.sh**
```bash
#!/bin/bash
# OpenROAD 26Q1-2900-gdf79404cd8, Yosys 0.63+post, stock flow scripts
make -C /OpenROAD-flow-scripts/flow DESIGN_CONFIG=/design/flow/config.mk WORK_HOME=/design/flow/orfs finish
```
**/design/flow/config.mk**
```make
export PLATFORM = sky130hd
export DESIGN_NAME = sync_up4
export DESIGN_NICKNAME = sync_up4
export VERILOG_FILES = /design/flow/design.v
export SDC_FILE = /design/flow/constraint.sdc
export NUM_CORES = 4
export LEC_CHECK = 1
export CORE_AREA = 10 10 70 70
export DIE_AREA = 0 0 80 80
```
**/design/flow/constraint.sdc**
```tcl
current_design sync_up4

set clk_period 1.5
set clk_io_pct 0.2

create_clock -name clk0 -period $clk_period [get_ports {clk}]

set non_clock_inputs [all_inputs -no_clocks]
set_input_delay [expr $clk_period * $clk_io_pct] -clock clk0 $non_clock_inputs
set_output_delay [expr $clk_period * $clk_io_pct] -clock clk0 [all_outputs]
```
**/design/flow/design.v**
```verilog
`timescale 1ns / 1ps
module sync_up4(
    input clk,
    input rst,
    output reg [3:0]q
    );
initial
begin
q=4'b0000;
end
always@(posedge clk)
begin
if(rst)
q<=4'b0000;
else
q<=q+1;
end
endmodule
```
==> impl_metrics.toml <==
# implementation run metrics
[run_status]
outcome = "finished, final reports clean"

[power_and_ir_drop]
ir_worst_vdd_mv = 0.113
power_density_mw_per_mm2 = 1010
p_int_w = 0.000223
p_leak_nw = 0.0956
p_sw_share_pct = 20.3
pwr-share-comb_pct = 9.6
switchingPower_w = 0.0000566
p_clk_share_pct = 47.5
seq_power_share_pct = 42.9

[routing]
drtIter0Drc = 0
vias = 122
totalWireLength_um = 381
drc = 0
antenna_left = 0
drt_first_pass_iters = 1
route.detailed.wl_per_inst_um = 5.60
via_per_inst = 1.79

[logic_synthesis]
ys_cells = 13
synth_seq_share_pct = 55.2
yosysMostFrequentCell = "dfxtp_1"
syn-cell-area_um2 = 145
ys.flop_type = "dfxtp_1"
ys_types = 7
synthTopCellsByCount = "dfxtp_1, nor2_1, nor2b_1"
top_cells_by_area = "dfxtp_1, mux2_4, ha_1"
yosysTopAreaCell = "dfxtp_1"
yosysWarnings = 1
yosys_register_bits = 4
ys_area_um2 = 145
synth-edff-count = 0
yosys.area.top_type_share_pct = 55.2
synth_cells = 13
postSynth.asyncResetShare_pct = 0
syn_avg_cell_area_um2 = 11.2

[grt]
antenna_found_initial = 0
grt_use_total_pct = 1.41
grt_pass1_wl_um = 586
grt_pass1_vias = 126
grt_start_max_net_pins = 6
grt_overflow = 0

[setup_path]
ff2ff_path_depth = 2
crit_buf_inv = 1
rr_endpoint = "q[3]"
critical_path_class = "reg -> out"
crit_required_ns = 1.20
path_depth = 1
cp.arrival_ns = 1.09
rrSetupSlack_ns = 0.62
start_kind = "flop"
worstPathCellList = "clkdlybuf4s50_1"
cp_top_family = "buffers and inverters"
crit_slowest_cell = "clkdlybuf4s50_1"
worst_setup_path_end_kind = "output port"
critical_path.max_stage_delay_ns = 0.49
timing.rr.start = "q[0]"
cp_max_fo = 4

[final_timing]
period_used_pct = 92.5
clock_skew_ns = 0.00461
max_freq_ghz = 0.721
tns_ns = 0
rsz0062_at_grt = "no"
final_max_slew_viol_count = 0
setup_violations = 0
slew_headroom_pct = 87.7
worst_slew_pin_slew_ns = 0.184
hold_viol = 0
period_needed_ns = 1.39

[finish]
drive_gt1_share_pct = 19.0
largest_register_ffs = 4
mi_logic_area_um2 = 65.1
post-route-util_pct = 8.13
reg_top3 = "q x4"
register_area_um2 = 80.1
top_register = "q"
syn_to_final_growth_pct = 91.4
nFillCells = 400

[clock_network]
cts_inserted_buffers = 3
root_buffer = "clkbuf_4"
cts_setup_buffers = 0
cts_hold_buf = 0
clock_path_buffers = 2
clock-sinks = 4
clock_latency_ns = 0.23
path_clk_slew_ns = 0.03
htree_levels = 1
cts_resized = 0
cts_tree = "built"

[floorplan]
core_mm2 = 0.00342
die_x_um = 80
fp_util_pct = 4.25
num_io_pins = 6
dieArea_mm2 = 0.00640
rows = 21
die_h_um = 80

[worst_hold_path]
hold_depth = 1
min_to = "q[0]"
worstHoldPathType = "reg -> reg"
worstHoldStart = "q[0]"

[run]
warnings = 25
maxCapViolations = 0

[placement]
port_buffers = 5
place_congestion = 0.646
area by class of cell:
cell class,count,area share (%)
Multi-Input combinational cell,9,23.4
Sequential cell,4,28.8
Clock buffer,3,8.11
Tap cell,46,20.7
Antenna cell,1,0.901
Timing Repair Buffer,5,18.0
layout by cell type (no fill, tap or decap):
| master | synthesis | routed |
|---|---|---|
| ha_1 | 1 | 1 |
| diode_2 | 0 | 1 |
| nor2_1 | 3 | 3 |
| nand3_1 | 1 | 1 |
| dfxtp_1 | 4 | 4 |
| clkdlybuf4s50_1 | 0 | 5 |
| clkbuf_4 | 0 | 3 |
| nor2b_1 | 2 | 2 |
| mux2_4 | 1 | 1 |
| xnor2_1 | 1 | 1 |
cell families after synthesis:
| kind of cell | Yosys count | synth area share [%] |
|---|---|---|
| xor gates and xnor gates | 1 | 6.04 |
| adders and majority gates | 1 | 8.62 |
| muxes | 1 | 10.3 |
| and+or+nand+nor | 6 | 19.8 |
| DFF | 4 | 55.2 |
power by group through the flow:
stage	clock [W]	combinational, W	sequential (W)
4_1_cts	0.000139	0.0000279	0.000120
5_1_grt	0.000147	0.0000310	0.000121
6_report	0.000133	0.0000269	0.000120
per-layer routing:
metal	vias up	wire [um]	GRT usage [%]
met5	-	0	0
met4	0	0	0.352
met3	0	150	3.52
met2	8	85	1.04
met1	50	145	0.997
li1	64	-	-
through the flow:
stage	hold WS, ns	worst slack, ns	power, W	instance area (um2)	instances
global route	0.494	0.0457	0.000299	275	67
global placement	0.441	0.227	0.000148	253	64
finish	0.465	0.113	0.000279	278	68
floorplan	0.367	0.680	0.000128	145	13
detailed placement	0.459	0.213	0.000149	253	64
CTS	0.467	0.0861	0.000287	275	67
worst max-delay path by stage:
stage,slack (ns),from,endpoint
final,0.11,q[0],q[0]
after global routing,0.05,q[0],q[0]
after CTS,0.09,q[1],q[1]
No activity file was given, so power comes from the tool's default toggle rates.
