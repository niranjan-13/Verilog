`design/flow/run.sh`:
```
#!/bin/bash
# OpenROAD 26Q1-2900-gdf79404cd8, Yosys 0.63+post, stock flow scripts
make -C /OpenROAD-flow-scripts/flow DESIGN_CONFIG=/design/flow/config.mk WORK_HOME=/design/flow/orfs finish
```
`design/flow/config.mk`:
```
export PLATFORM = sky130hd
export DESIGN_NAME = threebit_multiplier
export DESIGN_NICKNAME = threebit_multiplier
export VERILOG_FILES = /design/flow/design.v
export SDC_FILE = /design/flow/constraint.sdc
export NUM_CORES = 4
export LEC_CHECK = 1
export CORE_AREA = 10 10 70 70
export DIE_AREA = 0 0 80 80
```
`design/flow/constraint.sdc`:
```
current_design threebit_multiplier

set clk_period 2.3
set clk_io_pct 0.2

create_clock -name clk0 -period $clk_period

set non_clock_inputs [all_inputs -no_clocks]
set_input_delay [expr $clk_period * $clk_io_pct] -clock clk0 $non_clock_inputs
set_output_delay [expr $clk_period * $clk_io_pct] -clock clk0 [all_outputs]
```
`design/flow/design.v`:
```
`timescale 1ns / 1ps
module threebit_multiplier(
    input [2:0]b,
    input [2:0]a,
    output [5:0]p
    );
wire [2:0]m;
wire [3:0]x;
wire [4:0]y;
wire [5:0]s[2:1];
assign m={3{a[0]}}&b[2:0];
assign x={3{a[1]}}&b[2:0];
assign y={3{a[2]}}&b[2:0];
assign s[1]=m+(x<<1);
assign s[2]=s[1]+(y<<2);
assign p=s[2];
endmodule
```
==> CHANGELOG.md <==
## Flow update

- Slew of the pin with the lowest slew margin: around 0.13 ns
- Most frequent cells in the layout: and2_1, ha_4, buf_6, buf_2
- Vias/cell: between 2 and 2.5
- Dominant logic cell type in the layout: and2_1
- Element type at the critical path start: input pin
- Failing checks: setup timing
- Die height: about 80 um
- Detailed-route wire length per cell: 7.36 um
- Hold path cells: 3
- Layer with the highest usage: met1
- Final period util: 111%
- Final Power: ~0.075 mW
- I/O pin count: 12
- Yosys chip area: slightly below 200 um2
- Yosys top cell by area: ha_1
- Tmin final: 2.55 ns
- Worst setup path startpoint: a[0]
- Syn Std Cell Area: about 200 um2
- Sequential share of power: 0%
- Fin. max-slew vios: 0
- Layout cell share with drive strength beyond 1: about 60%
- DR iter-0 viols: 0
- Largest net degree at the start of global routing: 4
- ANT cells: 0
- Final HPWL DP: approximately 550 um
- Final-report setup violation count: 2
- Core Region: 0.00342 mm2
- Critical path class: input pin to primary output
- Hold Crit Class: input pin to primary output
- Width of the die: 80 um
- Pwr dens: ~170 mW/mm2
- DR DRC count: 0
- Mean Syn Cell Area: between 8 and 9 um2
- Tool Warnings: 34
- Syn Inst Count: 24
- Grt met1 use: approximately 3.2%
- Area Overhead vs Synth: 131%
- Port bufs: 12
- Row count: 21
- Setup slack after placement: -1.02 ns
- Pre-Place Util: under 10%
- Crit end category: primary output
- Initial antenna violation count: 0
- Register Area: 0 um2
- Flop count: 0
- Yosys top cell area share: a little under a third
- Top area cell types: ha_1, and2_1, fa_1, inv_1, xnor2_1
- Drt total wl: 626 um
- Vias in the first global route: 219
- Distinct lib cells: 8
- Routability cong.: around 0.74
- Worst VDD drop: around 0.074 mV
- RSZ-0062 raised after global routing: yes
- P_leak: 0.192 nW
- Gr usage total: around 1.8%
- Total gr overflow: 0
- Cts hold-fix bufs: 0
- Clock buf count: 0
- Critical path peak fanout: 3
- Seq/Total Area, Yosys: 0%
- Rel. slew slack: 91.2%
- Ys Warns: 1
- Sw Pwr: roughly 0.028 mW
- First-pass GRT wire length: approximately 960 um
- Internal power: roughly 0.047 mW
- Combinational Power Share: 100.0%
- Hold Path Sink: p[0]
- Met2 usage: around 1.6%
- Remaining antenna violation count: 0
- F_max: 392 MHz
- First-pass DRT Iterations: 1
- Critical Path RT: 1.84 ns
- Status: complete, but fails checks
- Sw frac: a little under two fifths
- Yosys Instances: 24
- Final hold viol count: 0
- Met3 GRT Util: 1.25%
- Critical path arrival: between 2 and 2.5 ns
- Max_cap viols: 0
- Fin util: a little over an eighth
- Clock Power Share: 0%
- Vias: approximately 210
- Worst Setup Slack, final: -0.248 ns
- Worst Min Path Start: a[0]
- Chip footprint: 0.00640 mm2
## worst max-delay path: stages
cell and delay, ns:
buf_6 0.09, and2_4 0.15, fa_2 0.58, ha_4 0.13, inv_2 0.03, fa_2 0.51, inv_1 0.03, buf_2 0.10
## worst max path at each step
stage                 cells past startpoint  slack [ns]   end
final                                     8       -0.25  p[3]
after global routing                      8       -0.30  p[3]
after CTS                                 8       -0.29  p[3]
## power by group through the flow
stage | clock network (mW) | registers, mW | logic [mW]
6_report | 0 | 0 | 0.0750
5_1_grt | 0 | 0 | 0.0860
4_1_cts | 0 | 0 | 0.0636
## per-stage QoR
stage / TNS, ns / cell area (um2) / hold WS, ns / instances
finish: -0.445 / 453 / 1.55 / 85
global route: -0.539 / 453 / 1.59 / 85
CTS: -0.562 / 392 / 1.57 / 85
detailed placement: -3.08 / 394 / 1.90 / 84
global placement: -3.03 / 394 / 1.90 / 84
floorplan: 0 / 201 / 0.992 / 24
## synth_stat cells (all sizes together)
| cell | instances |
|---|---|
| xnor2 | 1 |
| inv | 4 |
| fa | 2 |
| nand2 | 1 |
| a21oi | 1 |
| and2 | 9 |
| ha | 5 |
| nand3 | 1 |
## final cells by class
cell class         instances  area, um2
inverters                  4       15.0
fillers                  396       2960
multi-input cells         20        255
well taps                 46       57.6
repair buffers            15        125
## logic make-up (layout without fill, tap and decap cells)
logic type	count (synthesis)	count (layout)	synth area share, %
AND-OR/OR-AND	1	1	2.55
buffers and inverters	4	19	7.64
AND/OR/NAND/NOR	11	11	33.1
adder cells (fa/ha/maj)	7	7	52.2
XOR/XNOR	1	1	4.46
## metal layers
metal | share of wire [%] | wire, um
met1 | 61 | 381
met2 | 26 | 161
met3 | 13 | 83
met4 | 0 | 0
met5 | 0 | 0
## repair_timing
item	CTS	global route
pin swaps	7	6
setup buffers	1	0
resized	39	7
setup endpoints to repair	4	3
Power is estimated from default activity; no workload was simulated.
