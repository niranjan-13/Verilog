File: design/flow/run.sh
#!/bin/bash
# OpenROAD 26Q1-2900-gdf79404cd8, Yosys 0.63+post, stock flow scripts
make -C /OpenROAD-flow-scripts/flow DESIGN_CONFIG=/design/flow/config.mk WORK_HOME=/design/flow/orfs finish
File: design/flow/config.mk
export PLATFORM = sky130hd
export DESIGN_NAME = fourbit_multiplier
export DESIGN_NICKNAME = fourbit_multiplier
export VERILOG_FILES = /design/flow/design.v
export SDC_FILE = /design/flow/constraint.sdc
export NUM_CORES = 4
export LEC_CHECK = 1
export CORE_AREA = 10 10 71 71
export DIE_AREA = 0 0 81 81
File: design/flow/design.v
`timescale 1ns / 1ps
module fourbit_multiplier(
    input [3:0]b,
    input [3:0]a,
    output [7:0]p
    );
wire [3:0]m;
wire [4:0]x;
wire [5:0]y;
wire [6:0]z;
wire [7:0]s[3:1];
assign m={4{a[0]}}&b[3:0];
assign x={4{a[1]}}&b[3:0];
assign y={4{a[2]}}&b[3:0];
assign z={4{a[3]}}&b[3:0];
assign s[1]=m+(x<<1);
assign s[2]=s[1]+(y<<2);
assign s[3]=s[2]+(z<<3);
assign p=s[3];
endmodule
File: design/flow/constraint.sdc
current_design fourbit_multiplier

set clk_period 5.0
set clk_io_pct 0.2

create_clock -name clk0 -period $clk_period

set non_clock_inputs [all_inputs -no_clocks]
set_input_delay [expr $clk_period * $clk_io_pct] -clock clk0 $non_clock_inputs
set_output_delay [expr $clk_period * $clk_io_pct] -clock clk0 [all_outputs]
==> results.yml <==
# yosys + openroad results
run_status:
  run_status: "finished, final reports clean"
finish:
  fin_util_pct: 18.7
  ff_count: 0
  clock_buffer_count: 0
  num-fill-cells: 414
  layoutNonFillerInstCount: 113
  syn_to_final_growth_pct: 76.3
  drive_above_1_share_pct: 24.6
  seq_area_um2: 0
placed_design:
  dp_slack_ps: -361
  hpwlAfterDp_um: 858
  place_inst: 113
  place.gp.congestion: 0.767
  io_buffers: 16
min_path:
  min_path_type: "in2out"
floorplanning:
  initial_core_util_pct: 10.6
  dieArea_um2: 6560
  num_io_pins: 16
  die_y_um: 81
  row_count: 22
  core_area_um2: 3630
  die_w_um: 81
logic_synthesis:
  ys_cells: 42
  synth.cell_area_um2: 385
  syn_avg_cell_area_um2: 9.18
  ys_area_um2: 385
  synth_cells: 42
  synth_warnings: 1
  yosysSeqAreaShare_pct: 0
  ys_types: 10
pwr:
  swShare_pct: 36.5
  seq_power_share_pct: 0
  p_leak_nw: 0.353
  p_clk_share_pct: 0
  vdd_drop_max_mv: 0.0443
  p_int_mw: 0.0452
  switchingPower_mw: 0.0259
  power_frac_comb_pct: 100.0
  power_density_nw_per_um2: 105
  power_mw: 0.0711
routing:
  drc: 0
  dr.pass1.iters: 2
  drt-initial-drc-count: 6
  drt-total-wl_um: 982
  antenna_cells: 0
  num_vias: 337
  ant_nets: 0
  vias_per_cell: 2.98
  wl_per_cell_um: 8.69
grt:
  antenna_found_initial: 0
  grt.total_usage_pct: 3.12
  overflow: 0
  grt_start_max_net_pins: 5
  grt_busiest_layer: "met1"
  grt_pass1_vias: 332
  grt_pass1_wl_um: 1680
  grt_use_met1_pct: 5.79
  grt_use_met2_pct: 2.87
  grt.met3_usage_pct: 1.45
worst_setup_path:
  endpoint_kind: "primary output"
  worst-path-buf-inv: 4
  cp_top_family: "adder cells"
  critPathSlowestCell: "fa_1"
  required_ps: 4000
  startpoint_type: "primary input"
  critPathKind: "in2out"
  cp_slowest_stage_delay_ps: 520
  critPathMaxFanout: 2
  cp.arrival_ps: 3900
  crit_chain: "clkdlybuf4s50_1 -> and2_4 -> fa_1 -> inv_1 -> fa_1 -> inv_1 -> ha_2 -> fa_2 -> clkdlybuf4s50_1"
timing:
  tightest_slew_ps: 162
  timing.hold.ws_ps: 2630
  worst_slack_ps: 105
  drv_slew: 0
  setup_violations: 0
  fin_crit_sh_pct: 97.9
  finalHoldViolCount: 0
  max_slew_margin_pct: 89.2
  rsz0062_at_grt: "false"
  clock.fmax_mhz: 204
  period_minus_slack_ps: 4900
clocking:
  cts_hold_buf: 0
  post_cts_buffers: 0
flow_run:
  drv_cap: 0
  warnings: 32
## path summary, 6_finish.rpt
check,from,to,slack (ps),depth (start not counted)
max,a[2],p[4],100,9
min,b[3],p[7],2630,5
## logic make-up after synthesis
logic type	Yosys count	share of synthesized area, %
compound gates	4	7.47
buf+inv	4	3.89
fa+ha+maj	15	58.4
xor+xnor	3	6.82
simple gates	16	23.4
## synth_stat cells
| cell | number | area share [%] |
|---|---|---|
| inv_1 | 4 | 3.9 |
| nand2_1 | 4 | 3.9 |
| a21oi_2 | 1 | 2.3 |
| ha_1 | 10 | 32 |
| xor2_1 | 1 | 2.3 |
| and2_1 | 12 | 19 |
| a21o_1 | 2 | 3.9 |
| fa_1 | 5 | 26 |
| xnor2_1 | 2 | 4.5 |
| a21oi_1 | 1 | 1.3 |
## power groups by stage
stage         clock, mW  sequential, mW  combinational, mW
CTS                   0               0             0.0726
global route          0               0             0.0822
finish                0               0             0.0711
## area by class of cell
class                           instances  area [um^2]  share of cell area, %
Timing Repair Buffer                   23          210                   30.9
Tap cell                               48         60.1                   8.84
Inverter                                4         15.0                   2.21
Multi-Input combinational cell         38          394                   58.0
## timing repair
item / 4_1_cts / 5_1_grt
gates resized: 7 / 7
setup endpoints to repair: 4 / 3
endpoints found under the hold margin: 0 / 0
## cell usage in the layout (no fill, tap or decap)
| cell | n |
|---|---|
| xnor2_1 | 2 |
| and2_1 | 9 |
| buf_4 | 7 |
| and2_4 | 3 |
| clkdlybuf4s50_1 | 11 |
| a21oi_2 | 2 |
| dlygate4sd2_1 | 2 |
| inv_1 | 4 |
| a21o_1 | 2 |
| xor2_2 | 1 |
| clkbuf_2 | 1 |
| ha_1 | 9 |
| fa_2 | 1 |
| dlymetal6s2s_1 | 2 |
| nand2_1 | 4 |
| ha_2 | 1 |
| fa_1 | 4 |
## metrics by stage
stage / setup TNS, ps / cell area, um^2
6_report: 0 / 679
5_1_grt: 0 / 679
4_1_cts: 0 / 669
3_5_place_dp: -558 / 658
3_3_place_gp: -584 / 658
2_1_floorplan: 0 / 385
## routing by layer
| layer | vias up | part of all wire, % |
|---|---|---|
| met5 | - | 0 |
| met4 | 0 | 0 |
| met3 | 0 | 16 |
| met2 | 15 | 23 |
| met1 | 141 | 60 |
| li1 | 181 | - |
No activity file was given, so power comes from the tool's default toggle rates.
